$ cat design/flow/run.sh
#!/bin/bash
# OpenROAD 26Q1-2900-gdf79404cd8, Yosys 0.63+post, stock flow scripts
make -C /OpenROAD-flow-scripts/flow DESIGN_CONFIG=/design/flow/config.mk WORK_HOME=/design/flow/orfs finish
$ cat design/flow/config.mk
export PLATFORM = sky130hd
export DESIGN_NAME = ALU
export DESIGN_NICKNAME = ALU
export VERILOG_FILES = /design/flow/design.v
export SDC_FILE = /design/flow/constraint.sdc
export NUM_CORES = 4
export LEC_CHECK = 1
export CORE_UTILIZATION = 40
$ cat design/flow/constraint.sdc
current_design ALU

set clk_period 20.5
set clk_io_pct 0.2

create_clock -name clk0 -period $clk_period

set non_clock_inputs [all_inputs -no_clocks]
set_input_delay [expr $clk_period * $clk_io_pct] -clock clk0 $non_clock_inputs
set_output_delay [expr $clk_period * $clk_io_pct] -clock clk0 [all_outputs]
$ cat design/flow/design.v
package types;
parameter NUM_ALUs=1;
parameter NUM_Threads=4;
endpackage
package types;
parameter NUM_ALUs=2;
parameter NUM_Threads=4;
endpackage
package types;
parameter NUM_ALUs=3;
parameter NUM_Threads=4;
endpackage
package types;
parameter NUM_ALUs=4;
parameter NUM_Threads=4;
endpackage
module ALU(
	input wire [31:0] ins,
	input wire [31:0] ins_addr2ex,
	input wire [31:0] op1,     
	input wire [31:0] op2,     
	input wire [4:0]  rd_addr2ex, 
	input wire [6:0]  oh,
	output reg [4:0]  rd_addr,
	output reg [31:0] rd_data,
	output reg        rd_wen2reg,
	output reg [31:0] jump_addr2ctrl,
	output reg 		  jump_en2ctrl,
	output reg        hold2ctrl
);
	wire   [31:0] imm_jump;
	assign imm_jump = {{19{ins[31]}},ins[31], ins[7], ins[30:25], ins[11:8], 1'b0};
	wire   op1_equal_op2;
	assign op1_equal_op2 = (op1 == op2)? 1'b1:1'b0;
	wire [31:0] op1_add_op2;
	wire [31:0] op1_and_op2;
	wire [31:0] op1_or_op2;
	wire [31:0] op1_xor_op2;
	wire [31:0] op1_leftshift_op2;
	wire [31:0] op1_rightshift_op2;
	assign op1_add_op2 			= op1 + op2;
	assign op1_and_op2 			= op1 & op2;
	assign op1_or_op2 			= op1 | op2;
	assign op1_xor_op2 			= op1 ^ op2;
	assign op1_leftshift_op2 	= op1 << op2;
	assign op1_rightshift_op2 	= op1 >> op2;
	wire op1_unsignedless_op2;
	wire op1_signedless_op2;
	assign op1_unsignedless_op2 = (op1)<(op2);
	assign op1_signedless_op2   = $signed(op1)<$signed(op2);
	always @(*) begin
		rd_data    = 32'b0;
		rd_addr    = 5'b0;
		rd_wen2reg = 1'b0;
		jump_addr2ctrl = 32'b0;
		jump_en2ctrl   = 1'b0;
		hold2ctrl	   = 1'b0;
		case(oh)
			7'd1:begin  
				rd_data 	= op1;
				rd_addr		= rd_addr2ex;
				rd_wen2reg 	= 1'b1;
			end
			7'd2:begin  
				rd_data = ins_addr2ex + op1;
				rd_addr		= rd_addr2ex;
				rd_wen2reg 	= 1'b1;
			end
			7'd3:begin  
				jump_addr2ctrl = ins_addr2ex + {{12{ins[31]}}, ins[19:12], ins[20], ins[30:21], 1'b0};
				jump_en2ctrl   = 1'b1;
				rd_data		   = ins_addr2ex + 32'd4;
				rd_addr        = rd_addr2ex;
				rd_wen2reg	   = 1'b1;
			end
			7'd4:begin  
				jump_addr2ctrl  = op1_add_op2;  
				jump_en2ctrl    = 1'b1;
				rd_data			= ins_addr2ex + 32'd4;
				rd_addr    	 	= rd_addr2ex;
				rd_wen2reg		= 1'b1;
			end
			7'd5:begin  
				if(op1_equal_op2)begin
					jump_addr2ctrl = ins_addr2ex + imm_jump;
					jump_en2ctrl = 1'b1;
				end
			end			
			7'd6:begin  
				if(~op1_equal_op2)begin
					jump_addr2ctrl = ins_addr2ex + imm_jump;
					jump_en2ctrl = 1'b1;
				end
			end
			7'd7:begin  
				if(op1_signedless_op2)begin
					jump_addr2ctrl = ins_addr2ex + imm_jump;
					jump_en2ctrl = 1'b1;
				end
			end			
			7'd8:begin  
				if(~op1_signedless_op2)begin
					jump_addr2ctrl = ins_addr2ex + imm_jump;
					jump_en2ctrl = 1'b1;
				end
			end
			7'd9:begin  
				if(op1_unsignedless_op2)begin
					jump_addr2ctrl = ins_addr2ex + imm_jump;
					jump_en2ctrl = 1'b1;
				end			
			end
			7'd10:begin  
				if(~op1_unsignedless_op2)begin
					jump_addr2ctrl = ins_addr2ex + imm_jump;
					jump_en2ctrl = 1'b1;
				end				
			end
			7'd11:begin  
			end 
			7'd12:begin  
			end
			7'd13:begin  
			end
			7'd14:begin  
			end
			7'd15:begin  
			end
			7'd16:begin  
			end
			7'd17:begin  
			end
			7'd18:begin  
			end
			7'd19:begin  
				rd_data    = op1_add_op2;
				rd_addr    = rd_addr2ex;
				rd_wen2reg = 1'b1;
			end
			7'd20:begin  
				if(op1_signedless_op2)begin
					rd_data    = 32'b1;
					rd_addr    = rd_addr2ex;
					rd_wen2reg = 1'b1;
				end else begin
					rd_data    = 32'b0;
					rd_addr    = rd_addr2ex;
					rd_wen2reg = 1'b1;
				end
			end
			7'd21:begin  
				if(op1_unsignedless_op2)begin
					rd_data    = 32'b1;
					rd_addr    = rd_addr2ex;
					rd_wen2reg = 1'b1;
				end else begin
					rd_data    = 32'b0;
					rd_addr    = rd_addr2ex;
					rd_wen2reg = 1'b1;
				end
			end
			7'd22:begin  
				rd_data    = op1_xor_op2;
				rd_addr    = rd_addr2ex;
				rd_wen2reg = 1'b1;
			end
			7'd23:begin  
				rd_data    = op1_or_op2;
				rd_addr    = rd_addr2ex;
				rd_wen2reg = 1'b1;
			end
			7'd24:begin  
				rd_data    = op1_and_op2;
				rd_addr    = rd_addr2ex;
				rd_wen2reg = 1'b1;
			end
			7'd25:begin  
				rd_data    = op1_leftshift_op2;
				rd_addr    = rd_addr2ex;
				rd_wen2reg = 1'b1;
			end
			7'd26:begin  
				rd_data    = op1_rightshift_op2;
				rd_addr    = rd_addr2ex;
				rd_wen2reg = 1'b1;				
			end
			7'd27:begin  
			if (op1[31] == 1'b1) begin
				rd_data = (op1 >> op2) | ~(32'hFFFFFFFF >> op2);
			end else begin
				rd_data = op1 >> op2;
			end			
				rd_addr	   =rd_addr2ex;
				rd_wen2reg = 1'b1;				
			end
			7'd28:begin  
				rd_data    = op1_add_op2;
				rd_addr    = rd_addr2ex;
				rd_wen2reg = 1'b1;
			end
			7'd29:begin  
				rd_data    = op1 - op2;
				rd_addr    = rd_addr2ex;
				rd_wen2reg = 1'b1;
			end
			7'd30:begin  
				rd_data    = op1 << op2[4:0];
				rd_addr    = rd_addr2ex;
				rd_wen2reg = 1'b1;
			end
			7'd31:begin  
				if(op1_signedless_op2)begin
					rd_data = 1'b1;
				end else begin
					rd_data = 1'b0;
				end
				rd_addr    = rd_addr2ex;
				rd_wen2reg = 1'b1;
			end
			7'd32:begin  
				if(op1_unsignedless_op2)begin
					rd_data = 1'b1;
				end else begin
					rd_data = 1'b0;
				end
				rd_addr    = rd_addr2ex;
				rd_wen2reg = 1'b1;
			end
			7'd33:begin  
				rd_data    = op1_xor_op2;
				rd_addr    = rd_addr2ex;
				rd_wen2reg = 1'b1;
			end
			7'd34:begin  
				rd_data    = op1 >> op2[4:0];
				rd_addr    = rd_addr2ex;
				rd_wen2reg = 1'b1;
			end
			7'd35:begin  
			    rd_addr    = rd_addr2ex;
				rd_wen2reg = 1'b1;
			if (op1[31] == 1'b1) begin
				rd_data = $signed(op1) >>> op2[4:0];
			end else begin
				rd_data = op1 >> op2;
			end			
			end
			7'd36:begin  
				rd_data    = op1_or_op2;
				rd_addr    = rd_addr2ex;
				rd_wen2reg = 1'b1;
			end
			7'd37:begin  
				rd_data    = op1_and_op2;
				rd_addr    = rd_addr2ex;
				rd_wen2reg = 1'b1;
			end
		endcase
	end
endmodule
==> PnR_summary.wiki <==
== Metrics ==
{| class="wikitable"
! Metric !! Value
|-
| Setup Total Neg Slack || 0 ns
|-
| Total wire length || 84920 um
|-
| Total of hold buffers inserted after clock tree synthesis || 0
|-
| Tightest Pin Transition || 1.023 ns
|-
| Warning count from the yosys run || 1
|-
| I/O Pins || 212
|-
| Synthesized area || 0.01577 sq mm
|-
| Sort of element at the start of the critical path || primary input
|-
| Chip Area, Yosys || roughly 0.016 sq mm
|-
| Post-CTS Setup Repair Bufs || 0
|-
| Cell count after placement || between 2000 and 3000
|-
| Ratio of routed vias to standard cells || approximately 6.8
|-
| Switching power || 0.0003083 W
|-
| Area taken by flip-flops and latches || 0 sq um
|-
| Number of core rows || roughly 72
|-
| Share of total power in combinational logic || 100.0%
|-
| Clock network fraction of design power || 0%
|-
| Worst-case headroom to the max-slew limit || between 30% and 40%
|-
| CP arrival || between 9 and 10 ns
|-
| Power density relative to cell area || 27.58 mW/mm^2
|-
| Total power consumption of the routed design || around 0.0005 W
|-
| Post-layout util || 47.21%
|-
| Switching share of power || 61.10%
|-
| Post-detailed-route count of antenna-violating nets || 0
|-
| RePlAce Congestion || 1.116
|-
| Post-synthesis cell count || 2351
|-
| Largest cells by area after synthesis || ha_1 14%, a21oi_1 7.8%, mux4_2 7.4%
|-
| Count of clock-net buffers in the final layout || 0
|-
| Cell resize tally after clock tree synthesis || 0
|-
| Number of standard cells in the final layout excluding fillers || 2982
|-
| Critical path endpoint category || primary output
|-
| Init Core Util || 40.72%
|-
| Maximum resistive drop on vdd || 0.00002027 V
|-
| Final-report max-slew violation count || 0
|-
| Run status || finished clean
|-
| Area growth from synthesis to layout || 15.94%
|-
| Detailed Place HPWL || 66730 um
|-
| Share of the cycle needed by the critical path after routing || 67.99%
|-
| Max cap viols || 0
|-
| Share of final-layout standard cells stronger than drive strength 1 || under 10%
|-
| Hold Crit Class || in2out
|-
| Setup repair after global routing missed its margin || no
|-
| Worst-path maximum fanout || 25
|-
| Number of vias after detailed routing || 20220
|-
| Synth top cell by count || nor2_1
|-
| Cell Area, Placed || 0.01829 sq mm
|-
| Share of total power in sequential cells || 0%
|-
| Floorplan die width || 200.6 um
|-
| Number of sequential cells in the layout || 0
|-
| Number of warnings the tools reported || roughly 100
|-
| Core region area || 0.03874 sq mm
|-
| Post-synthesis cell count from yosys || approximately 2400
|-
| Internal Power || 0.0001962 W
|-
| Wire length of the first global-routing pass || 123000 um
|-
| Violation count after the first detailed-route iteration || around 2100
|-
| Overflow left after global routing || 0
|-
| Vias in the first global route || 18630
|-
| DR pass1 iterations || 6
|-
| Residual DRC count || 0
|-
| Mapped Avg Cell Area || 6.709 sq um
|-
| Detail-routed net length per standard cell || 28.48 um
|-
| Sequential fraction of the synthesis area || 0%
|-
| Pin count of the biggest net entering global routing || between 50 and 60
|-
| Max Clk Rate || 71.74 MHz
|-
| Standby leakage power || roughly 7.4 nW
|-
| Port-buffer cells || between 200 and 250
|-
| Overall track demand over capacity in global routing || 41.69%
|-
| Final-report hold violation count || 0
|-
| Final critical path time including I/O delays and setup || 13.94 ns
|-
| Number of antenna repair diodes || 0
|-
| Class of the most critical setup path || in2out
|-
| Distinct lib cells used || 91
|-
| Antenna violations before repair || 2
|-
| CP required || 16.40 ns
|-
| Max-area cell share || 13.56%
|-
| Final Setup Violations || 0
|-
| Vert. Die Dim || 200.6 um
|-
| Dominant cell type by area after synthesis || ha_1
|-
| Final Cell Area || 0.01829 sq mm
|-
| Die footprint || 0.04023 sq mm
|-
| Top cells by count, synth || 254 x nor2_1, 245 x a21oi_1, 184 x nand2_1
|}
==> worst max-delay path: stages <==
cell	delay, ns
clkdlybuf4s50_1	0.89
inv_1	0.30
ha_1	0.57
nand2b_4	0.24
a221oi_2	0.30
and4b_1	0.31
nor3_1	0.47
o21ai_1	0.33
a2111oi_0	0.70
or3b_1	0.21
buf_4	0.39
a21oi_1	0.12
o22ai_1	0.33
clkdlybuf4s50_1	0.53
==> cells by family (layout without fill, tap and decap cells) <==
family	Yosys count	in the layout	synth area share, %
muxes	99	99	10.49
adders and majority gates	176	176	14.20
AOI/OAI and AO/OA	895	895	37.91
and+or+nand+nor	770	770	23.22
other	1	1	0.02377
xor gates and xnor gates	120	120	6.663
buffers and inverters	290	403	7.504
==> path summary, 6_finish.rpt <==
kind | start | endpoint | slack [ns] | cells past startpoint
max | op1[9] | jump_addr2ctrl[22] | 6.56 | 14
min | rd_addr2ex[1] | rd_addr[1] | 9.10 | 3
==> placed cells by master, fill, tap and decap left out, types with 7 or more instances in the layout <==
master           netlist  routed
a31oi_1               21      21
o21ai_1                8       7
a22oi_1               18      18
a211o_1               17      17
a21o_1                68      68
xnor2_1               78      78
o21bai_1              26      26
buf_4                  9      69
inv_1                128     128
mux2_2                10      10
nor2_1               254     254
o31ai_1               15      15
nor2b_1               18      18
o32ai_1                8       8
nand2_1              184     184
o21a_1                19      19
or2_2                 11      11
a221o_1               20      20
o2111ai_1             12      12
o22ai_1               34      34
nor3_1                63      59
a211oi_1              38      38
nand4_1               38      38
nand3_1               68      68
nor4_1                18      18
and2_1                19      19
o211ai_1              30      30
xor2_1                42      42
a221oi_1              49      49
mux4_2                52      52
nand2b_1              22      22
mux2i_1               37      37
o221ai_1              37      37
clkdlybuf4s50_1        0     199
o21ai_0              158     158
ha_1                 171     171
and3_1                23      23
or3_1                 15      15
a21oi_1              245     245
==> layer usage <==
layer	part of all wire, %	wire length (um)	global-route usage (%)
met2	43	36390	62.12
met5	0.027	23	0.5952
met1	40	33970	55.31
met4	5.3	4463	17.64
met3	12	10060	13.82
==> cell type report <==
| class | instances | area (sq um) |
|---|---|---|
| Tap cell | 518 | 648.1 |
| Timing Repair Buffer | 272 | 2530 |
| Multi-Input combinational cell | 2061 | 14620 |
| Fill cell | 3988 | 20450 |
| Inverter | 131 | 491.7 |
==> per-stage QoR <==
step                hold slack, ns  setup WS [ns]
CTS                          9.102          6.764
detailed placement           9.103          6.807
global route                 9.126          6.380
finish                       9.096          6.561
global placement             9.103          6.749
floorplan                    8.263          8.938
==> power groups by stage <==
stage | clock [W] | combinational, W | sequential [W]
after CTS | 0 | 0.000491 | 0
after global routing | 0 | 0.000538 | 0
final | 0 | 0.000504 | 0
Power figures rest on the tool's default switching activity, not on a simulated workload.
